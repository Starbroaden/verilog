<file path="design.v">
module adder (
    input wire clk,
    input wire reset,
    input wire addbutt,
    input wire [7:0] switches1,
    input wire [7:0] switches2,
    output wire overloadled,
    output wire [6:0] digit2,
    output wire [6:0] digit3,
    output wire [6:0] digit4,
    output wire [6:0] digit5,
    output wire  [6:0] digit6,
    output wire [6:0] digit7
);
wire addpush;
reg [8:0] sum;
assign overloadled = sum[8];
button addbutton (
    .clk    (clk),
    .but (addbutt),
    .push   (addpush)
);
hex2seven_seg hex2sev_segm4
(
    .hex    (switches1[3:0]),
    .seven_seg   (digit4)
);
hex2seven_seg hex2sev_segm5
(
    .hex    (switches1[7:4]),
    .seven_seg   (digit5)
);
hex2seven_seg hex2sev_segm6
(
    .hex    (switches2[3:0]),
    .seven_seg   (digit6)
);
hex2seven_seg hext2sev_segm7
(
    .hex    (switches2[7:4]),
    .seven_seg   (digit7)
);
hex2seven_seg hex2sev_segm2
(
    .hex    (sum[3:0]),
    .seven_seg   (digit2)
);
hex2seven_seg hex2sev_segm3
(
    .hex    (sum[7:4]),
    .seven_seg   (digit3)
);
always @(posedge clk)
begin
    if(~reset)
	begin
		sum <= 0;
	end
	else
	begin
		sum <= addpush ? switches1 + switches2 : sum;
	end
end
endmodule
module button
(
    input   clk,
    input   but,
    output  push
);
reg but_r;
reg but_rr;
always @(posedge clk) 
begin
	but_r <= but;
	but_rr <= but_r;
end
assign push = but_rr&~but_r;
endmodule
module hex2seven_seg
(
	input [3:0] hex,
	output [6:0] seven_seg
);
assign seven_seg = {7{hex == 0}}& ~7'b0111111 | 
				   {7{hex == 1}}& ~7'b0000110 |
				   {7{hex == 2}}& ~7'b1011011 |
				   {7{hex == 3}}& ~7'b1001111 |
				   {7{hex == 4}}& ~7'b1100110 |
				   {7{hex == 5}}& ~7'b1101101 |
				   {7{hex == 6}}& ~7'b1111101 |
				   {7{hex == 7}}& ~7'b0000111 |
				   {7{hex == 8}}& ~7'b1111111 |
				   {7{hex == 9}}& ~7'b1101111 |
				   {7{hex == 4'ha}}& ~7'b1110111 |
				   {7{hex == 4'hb}}& ~7'b1111100 |
				   {7{hex == 4'hc}}& ~7'b0111001 |
				   {7{hex == 4'hd}}& ~7'b1011110 |
				   {7{hex == 4'he}}& ~7'b1111001 |
				   {7{hex == 4'hf}}& ~7'b1110001;
endmodule
</file>
<file path="run.sh">
#!/bin/bash
# OpenROAD 26Q1-2900-gdf79404cd8, Yosys 0.63+post, stock flow scripts
make -C /OpenROAD-flow-scripts/flow DESIGN_CONFIG=/design/flow/config.mk WORK_HOME=/design/flow/orfs finish
</file>
<file path="config.mk">
export PLATFORM = sky130hd
export DESIGN_NAME = adder
export DESIGN_NICKNAME = adder
export VERILOG_FILES = /design/flow/design.v
export SDC_FILE = /design/flow/constraint.sdc
export NUM_CORES = 4
export LEC_CHECK = 1
export CORE_AREA = 10 10 102 102
export DIE_AREA = 0 0 112 112
</file>
<file path="constraint.sdc">
current_design adder

set clk_period 5.0
set clk_io_pct 0.2

create_clock -name clk0 -period $clk_period [get_ports {clk}]

set non_clock_inputs [all_inputs -no_clocks]
set_input_delay [expr $clk_period * $clk_io_pct] -clock clk0 $non_clock_inputs
set_output_delay [expr $clk_period * $clk_io_pct] -clock clk0 [all_outputs]
</file>
==> metrics.yaml <==
status: "completed"
timing.critical_path.arrival_ns: 2.86
route.antenna.remaining_nets: 0
clock_insertion_delay_worst_skew_ns: 0.24
drtIter0Drc: 125
placement.io_buffers: 61
worst_setup_path_end_kind: "primary output"
cts_made_buffers: 3
dr.pass1.iters: 4
antennaDiodeCount: 0
synth.yosys.seq_area_share_pct: 12.47
globalRoute.totalOverflow: 0
post_drt_via_cell_ratio: 4.681
startpoint_type_of_the_worst_setup_path: "input port"
synth-cells-yosys: 281
post_synth.cell_area_avg_sq_um: 6.283
largest_net_degree_at_the_start_of_global_routing: 17
cp.required_ns: 4.00
achievable-frequency_mhz: 258.8
remaining_drc_errors: 0
criticalPathCategory: "input port to primary output"
routed_wire_length_per_instance_um: 12.07
hpwlAfterDp_mm: 4.020
synthTopCellsByArea: "sky130_fd_sc_hd__dfxtp_1 (12%), sky130_fd_sc_hd__o21ai_0 (8.2%), sky130_fd_sc_hd__nand2_1 (7.4%), sky130_fd_sc_hd__a21oi_1 (6.8%), sky130_fd_sc_hd__nor2_1 (6.8%)"
clock_sink_count: 11
tritoncts: "built"
ys_warn_count: 2
tightestPinTransition_ns: 0.7185
synth_flops: 11
class_of_the_tightest_hold_or_removal_check: "flip-flop to flip-flop"
floorplan.die.width_um: 112
finalSetupTns_ns: 0
clock_tree.root_cell: "sky130_fd_sc_hd__clkbuf_8"
ioPinCount: 62
hold_slack_ns: 0.3806
fin_worst_skew_ns: 0.003264
timing_max_transition_violations_final: 0
area_delta_synth_final_pct: 39.26
design_power_total_uw: 397.9
via_count_of_the_first_global_routing_pass: 1837
syn_area_sq_um: 1765
async_flop_share_pct: 0
ys.flop_type: "sky130_fd_sc_hd__dfxtp_1"
grt_util_all_layers_pct: 7.634
top_area_share_pct: 12.47
number_of_antenna_violations_at_the_first_check_in_global_routing: 0
rows: 33
drive_above_1_share_pct: 3.427
total_leakage_power_nw: 0.9519
top_area_cell: "sky130_fd_sc_hd__dfxtp_1"
post_cts_buffers: 0
gp_congestion: 0.8137
num_vias: 1994
yosys.stat.chipArea_sq_um: 1765
ys_types: 42
period_needed_ns: 3.864
number_of_enable_type_register_cells_in_the_synthesized_netlist: 0
post_synth_inst_count: 281
clockBufferDepth: 2
h_tree_lvls: 1
die_height_um: 112
rsz0062_at_grt: "false"
fp-utilization_pct: 21.49
vdd_ir_drop_max_mv: 0.06772
floorplan_core_area_sq_um: 8217
timing.final.setup_violations: 0
global_route_wire_length_before_repair_mm: 8.535
fillCellCount: 888
tcrit_tclk_final_pct: 77.29
cts_hold_buf: 0
worst_slew_margin_rel_pct: 52.00
post_cts_resize_count: 0
die-area_sq_um: 12540
max-cap-violations: 0
routed_wirelength_mm: 5.141
cts.reportedPaths.clkPinSlew_ns: 0.05
warnings: 25
power-per-cell-area_nw_per_um2: 161.9
crit_path_max_fanout: 15
timing_hold_violations_final: 0
## final timing paths
| check | from | endpoint | slack [ns] | cells after the start |
|---|---|---|---|---|
| worst max register to register | addbutton.but_rr$_DFF_P_ | sum[8]$_SDFFE_PN0P_ | 3.48 | 4 |
| worst min-delay path | addbutton.but_r$_DFF_P_ | addbutton.but_rr$_DFF_P_ | 0.38 | 0 |
| worst min register to register | addbutton.but_r$_DFF_P_ | addbutton.but_rr$_DFF_P_ | 0.38 | 0 |
| worst max-delay path | switches2[1] | digit6[3] | 1.14 | 6 |
## layout make-up
type                    count  area [sq um]  share of cell area (%)
multi-input cells         237          1420                   57.76
flip-flops and latches     11         220.2                   8.957
well taps                 105         131.4                   5.344
clock buffers               3         41.29                   1.679
inverters                   8         30.03                   1.221
clock inverters             1         5.005                  0.2036
repair buffers             61         610.6                   24.83
## power by group
part           switching (mW)  internal (mW)
logic                  0.0841          0.118
clock network          0.0327         0.0547
registers              0.0143         0.0940
total                   0.131          0.267
## metrics by stage
stage | cell area, sq um | cells | utilization, % | setup slack [ns]
after floorplan | 1765 | 281 | - | 2.278
after global placement | 2412 | 422 | 29.36 | 1.141
after detailed placement | 2412 | 422 | 29.36 | 1.134
after CTS | 2459 | 426 | 29.92 | 1.112
after global routing | 2459 | 426 | 29.92 | 0.8991
final | 2459 | 426 | 29.92 | 1.136
## cells in the mapped netlist (3+ instances only)
cell	instances
sky130_fd_sc_hd__a21boi_0	7
sky130_fd_sc_hd__nor2b_1	11
sky130_fd_sc_hd__nor3_1	3
sky130_fd_sc_hd__nand3_1	15
sky130_fd_sc_hd__nor3b_1	4
sky130_fd_sc_hd__mux2_2	4
sky130_fd_sc_hd__mux2i_1	3
sky130_fd_sc_hd__o32ai_1	5
sky130_fd_sc_hd__ha_1	8
sky130_fd_sc_hd__o22ai_1	3
sky130_fd_sc_hd__clkbuf_1	24
sky130_fd_sc_hd__inv_1	8
sky130_fd_sc_hd__a21oi_1	24
sky130_fd_sc_hd__o31a_1	3
sky130_fd_sc_hd__nand2b_1	12
sky130_fd_sc_hd__o21bai_1	5
sky130_fd_sc_hd__dfxtp_1	11
sky130_fd_sc_hd__a21o_1	7
sky130_fd_sc_hd__o21ai_0	29
sky130_fd_sc_hd__nand2_1	35
sky130_fd_sc_hd__nor2_1	32
## registers in the layout (all words and copies together), names as in the netlist
name,count
addbutton.but_r,1
addbutton.but_rr,1
sum,9
## placed cells by master (no fill, tap or decap), drive strengths merged, types with 2 or more instances in the layout
cell,instances
nand2,35
mux2,4
o32ai,5
o2111ai,2
and2,3
o31a,3
a211oi,2
dfxtp,11
nand3,15
clkbuf,3
nand2b,12
or2,2
nor2b,11
clkdlybuf4s50,61
ha,8
nor3,3
nor3b,4
o21ai,29
inv,8
o22ai,3
mux2i,3
a21o,7
xor2,2
o21bai,5
a22o,2
xnor2,2
a21boi,7
nor2,32
a21oi,25
## cell families after synthesis
kind of cell               count (synthesis)  synth area share, %
AOI/OAI and AO/OA                         98                35.65
and+or+nand+nor                          119                31.75
xor gates and xnor gates                   4                1.985
muxes                                      7                4.252
DFF                                       11                12.47
adders and majority gates                  9                6.804
buffers and inverters                     33                7.087
## per-layer routing
| layer | track usage, % | vias up | part of all wire, % |
|---|---|---|---|
| met3 | 2.389 | 5 | 6.7 |
| met2 | 12.35 | 38 | 45 |
| met4 | 0.4230 | 0 | 0.49 |
| li1 | - | 1076 | - |
| met5 | 0 | - | 0 |
| met1 | 10.20 | 875 | 47 |
## worst max-delay path: stages
cell,delay [ns]
sky130_fd_sc_hd__clkdlybuf4s50_1,0.75
sky130_fd_sc_hd__nor2b_1,0.26
sky130_fd_sc_hd__nand2_1,0.09
sky130_fd_sc_hd__nor3b_1,0.15
sky130_fd_sc_hd__a21oi_1,0.13
sky130_fd_sc_hd__clkdlybuf4s50_1,0.48
Power figures rest on the tool's default switching activity, not on a simulated workload.
