[flow/run.sh]
#!/bin/bash
# OpenROAD 26Q1-2900-gdf79404cd8, Yosys 0.63+post, stock flow scripts
make -C /OpenROAD-flow-scripts/flow DESIGN_CONFIG=/design/flow/config.mk WORK_HOME=/design/flow/orfs finish
[flow/config.mk]
export PLATFORM = sky130hd
export DESIGN_NAME = flashlight
export DESIGN_NICKNAME = flashlight
export VERILOG_FILES = /design/flow/design.v
export SDC_FILE = /design/flow/constraint.sdc
export NUM_CORES = 4
export LEC_CHECK = 1
export CORE_UTILIZATION = 50
[flow/constraint.sdc]
current_design flashlight

set clk_period 3.3
set clk_io_pct 0.2

create_clock -name clk0 -period $clk_period [get_ports {clk}]

set non_clock_inputs [all_inputs -no_clocks]
set_input_delay [expr $clk_period * $clk_io_pct] -clock clk0 $non_clock_inputs
set_output_delay [expr $clk_period * $clk_io_pct] -clock clk0 [all_outputs]
[flow/design.v]
module button
(
    input   clk,
    input   but,
    output  push
);
reg but_r;
reg but_rr;
always @(posedge clk) 
begin
	but_r <= but;
	but_rr <= but_r;
end
assign push = but_rr&~but_r;
endmodule
module hex2seven_seg
(
	input [3:0] hex,
	output [6:0] seven_seg
);
assign seven_seg = {7{hex == 0}}& ~7'b0111111 | 
				   {7{hex == 1}}& ~7'b0000110 |
				   {7{hex == 2}}& ~7'b1011011 |
				   {7{hex == 3}}& ~7'b1001111 |
				   {7{hex == 4}}& ~7'b1100110 |
				   {7{hex == 5}}& ~7'b1101101 |
				   {7{hex == 6}}& ~7'b1111101 |
				   {7{hex == 7}}& ~7'b0000111 |
				   {7{hex == 8}}& ~7'b1111111 |
				   {7{hex == 9}}& ~7'b1101111 |
				   {7{hex == 4'ha}}& ~7'b1110111 |
				   {7{hex == 4'hb}}& ~7'b1111100 |
				   {7{hex == 4'hc}}& ~7'b0111001 |
				   {7{hex == 4'hd}}& ~7'b1011110 |
				   {7{hex == 4'he}}& ~7'b1111001 |
				   {7{hex == 4'hf}}& ~7'b1110001;
endmodule
module flashlight (
    input wire clk,
    input wire reset,
    input wire [13:0] switches,
    input wire setbutt,
    output wire flash,
    output wire [6:0] digitcount1, digitcount2
);
reg [15:0] CountsPerOne;
reg [13:0] counter;
reg [13:0] settime;
reg [7:0] digitcnt;
button setbutton (
    .clk    (clk),
    .but (setbutt),
    .push   (setpush)
);
hex2seven_seg number1(
	.hex(digitcnt[3:0]),
	.seven_seg(digitcount1)
);
hex2seven_seg number2(
	.hex(digitcnt[7:4]),
	.seven_seg(digitcount2)
);
always @(posedge clk) 
begin
    if (~reset) 
	begin
        settime <= 0;
    end 
	else if (setpush)
	begin
        settime <= switches;
    end
end
always @(posedge clk) 
begin
    if (~reset) 
	begin
        CountsPerOne <= 0;
    end
	else 
	begin 
		CountsPerOne <= (CountsPerOne == 16'd49_999)? 0 : CountsPerOne + 1;
	end
end
always @(posedge clk) 
begin
    if (~reset) 
	begin
        counter <= 0;
		  digitcnt <= 0;
    end 
	else if (counter == settime) 
	begin
        counter <= 0;
		  digitcnt <= (settime != 0)? digitcnt + 1 : 0;
    end
	else if (CountsPerOne == 16'd49_999) 
	begin
        counter <= counter + 1;
    end 
end
assign flash = ((counter << 1) < settime);
endmodule
==> ci_impl_report.md <==
## Implementation flow summary

| Metric | Value |
|---|---|
| Worst-Margin Slew | `between 0.5 and 0.6 ns` |
| LEAKAGE | `1.43 nW` |
| Total Power | `roughly 1.3 mW` |
| Final Instance Count excl. Fillers | `513` |
| Top Layout Cells | `65 x nand2_1, 54 x dfxtp_1, 51 x nor2_1` |
| Status | `finished, final reports clean` |
| Sequential element share of the synthesized area | `32.7%` |
| Yosys warning tally | `3` |
| Clock root cell | `clkbuf_8` |
| Top cell area share | `32.7%` |
| Worst reg2reg path depth | `6` |
| R2r setup slk | `roughly 1.2 ns` |
| Die height | `83.4 um` |
| CP arrival | `2.48 ns` |
| Mapped cell area | `3310 sq um` |
| CTS Buf Count | `5` |
| Yosys Chip Area | `between 3000 and 4000 sq um` |
| Syn Area/Cell | `8.01 sq um` |
| First-pass GRT wire length | `11,200 um` |
| Placer Congestion | `0.837` |
| Worst path slowest cell | `clkdlybuf4s50_1` |
| Max-slew violations | `0` |
| Filler Cell Count | `581` |
| Pin count of the biggest net entering global routing | `33` |
| CP Launch Type | `flop` |
| Number of post-CTS setup repair buffers | `0` |
| Layout area overhead | `14.0%` |
| Routed length per instance | `~13 um` |
| Setup_tns | `0 ns` |
| Most frequent logic cell in the layout | `nand2_1` |
| Initial Util | `51.8%` |
| Chip width | `about 83 um` |
| Synth Flop Type | `dfxtp_1` |
| Flip-flops with a built-in enable | `0` |
| Post-CTS sizing | `1` |
| Worst slack at placement | `0.333 ns` |
| Worst Skew | `roughly 0.0043 ns` |
| Period minus WS final | `approximately 3.1 ns` |
| Port Buffers | `31` |
| Kind of critical path | `reg -> out` |
| Vias in the first global route | `2,440` |
| Vias post-DR | `2,714` |
| GR Util All Layers | `around 20%` |
| Cell variety after synth | `49` |
| # IOs | `32` |
| Top cells by area | `dfxtp_1 33%, nand2_1 7.4%, ha_1 7.2%, xor2_1 5.8%, nor2_1 5.8%` |
| Remaining antenna violation count | `0` |
| CP peak stage delay | `between 0.5 and 0.6 ns` |
| Hold Path Origin | `setbutton.but_r` |
| Iteration tally of the first detailed-router pass | `4` |
| Maximum clock rate | `318 MHz` |
| Hold Path Sink | `setbutton.but_rr` |
| Rel. slew slack | `60.6%` |
| Final wirelength | `6540 um` |
| 1st-iter DRT viols | `85` |
| H-Tree Depth | `2` |
| HPWL after detailed placement | `~4800 um` |
| Reg-to-reg endpoint | `counter[13]` |
| Placed Cells | `505` |
| CTS tree | `built` |
| Startpoint of the worst-slack reg-to-reg timing path | `CountsPerOne[0]` |
| RSZ-0062 raised after global routing | `false` |
| Final WS setup | `0.158 ns` |
| N_diodes | `0` |
| Clock Pin Slew Worst Setup and Hold Paths | `0.09 ns` |
| Vias/cell | `5.29` |
| Hold Path Class | `reg -> reg` |
| Max capacitance violation total | `0` |
| Row cnt | `29` |
| Hold buffer count at cts | `0` |
| Power per Cell Area | `351 nW/um^2` |
| Setup crit end kind | `output pin` |
| GRT Residual Overflow | `0` |
| Initial antenna violation count | `0` |
| Uppermost routed layer | `met4` |
| Asr flop ratio synth | `0%` |
| Hold Vio Cnt, Final | `0` |
| Final Cycle Share | `95.2%` |
| # DRC | `0` |
| CTS sink count | `54` |
| Worst-skew pair later-pin latency | `0.30 ns` |
| Post-DP Area | `3650 sq um` |
| Max VDD drop | `0.000241 V` |
| Clk buf depth | `2` |
| Met2 WL | `2860 um` |
| # setup viols final | `0` |
| Cell Chain, Critical Path | `ha_1, nor2b_1, o21a_1, o21ai_0, a211oi_1, a2111oi_2, clkdlybuf4s50_1` |
| Critical Path Fanout Max | `6` |
| Layout cells sized above 1 | `under 10%` |
| #FFs+latches synth | `about 54` |
| Met1 wire length | `roughly 3400 um` |
| Hold depth | `0` |
| Die Area | `6950 sq um` |
| Core footprint | `6390 sq um` |
| WL met3 | `202 um` |
| Yosys stat cell total | `413` |
| Largest area contributor in the netlist | `dfxtp_1` |
| Post-synthesis cell count | `413` |
| Finished Cell Area | `3770 sq um` |
| Tool warning count | `29` |
| Critical Path RT | `approximately 2.6 ns` |
## state kept, by name (all words and copies together), names as in the netlist
name,count
setbutton.but_r,1
digitcnt,8
setbutton.but_rr,1
counter,14
CountsPerOne,16
settime,14
## cells in the mapped netlist (all sizes together), types with 6 or more instances
cell type  number
nand2          65
a21oi          15
a21boi         15
nor3           12
xnor2          17
inv            23
clkbuf         14
ha             19
nand3          12
o21ai          14
xor2           22
nor2           51
o22ai           6
dfxtp          54
nand4          12
buf             6
nor4            9
## cell type report
type                       count  area [sq um]  share of cell area (%)
tap                           77          96.3                    2.55
inverter                      23          86.3                    2.29
sequential                    54          1080                    28.7
clock inverter                 2          37.5                   0.995
timing repair buffer          35           340                    9.02
multi-input combinational    316          2060                    54.5
clock buffer                   6          72.6                    1.92
## worst max-delay path, delay by kind of cell (launching register included)
kind | cells | cell delay [ns]
and+or+nand+nor | 1 | 0.13
buffers and inverters | 1 | 0.52
DFF | 1 | 0.46
adders and majority gates | 1 | 0.26
AOI/OAI and AO/OA | 4 | 0.80
## stage by stage
step | utilization (%) | hold WS, ns
after floorplan | - | 0.344
after global placement | 57.2 | 0.353
after detailed placement | 57.2 | 0.359
after CTS | 59.0 | 0.372
after global routing | 59.1 | 0.389
final | 59.1 | 0.366
## cell families (layout without fill, tap and decap cells)
group                      after synthesis  after routing  share of synthesized area [%]
DFF                                     54             54                           32.7
xor gates and xnor gates                39             39                           10.3
adders and majority gates               19             19                           7.18
buffers and inverters                   43             66                           5.37
AOI/OAI and AO/OA                       65             65                           12.7
muxes                                    2              2                          0.605
and+or+nand+nor                        191            191                           31.1
## how the worst max path moves through the flow
stage,endpoint,slack (ns),from,cells after the start
4_1_cts,flash,0.04,counter[0],7
5_1_grt,flash,0.02,counter[0],7
6_report,flash,0.16,counter[0],7
## routing by layer
metal  up-vias  global-route usage [%]
met5         -                       0
met1      1234                    31.2
met3         2                    2.72
met4         0                    1.72
met2        32                    30.2
li1       1446                       -
## power breakdown
part | switching (mW) | internal [mW]
logic | 0.102 | 0.102
clock network | 0.209 | 0.227
registers | 0.0166 | 0.666
total | 0.328 | 0.995
Power and IR drop assume default switching activity.
