**flow/design.v**
```verilog
module button
(
    input   clk,
    input   but,
    output  push
);
reg but_r;
reg but_rr;
always @(posedge clk) 
begin
	but_r <= but;
	but_rr <= but_r;
end
assign push = but_rr&~but_r;
endmodule
module hex2seven_seg
(
	input [3:0] hex,
	output [6:0] seven_seg
);
assign seven_seg = {7{hex == 0}}& ~7'b0111111 | 
				   {7{hex == 1}}& ~7'b0000110 |
				   {7{hex == 2}}& ~7'b1011011 |
				   {7{hex == 3}}& ~7'b1001111 |
				   {7{hex == 4}}& ~7'b1100110 |
				   {7{hex == 5}}& ~7'b1101101 |
				   {7{hex == 6}}& ~7'b1111101 |
				   {7{hex == 7}}& ~7'b0000111 |
				   {7{hex == 8}}& ~7'b1111111 |
				   {7{hex == 9}}& ~7'b1101111 |
				   {7{hex == 4'ha}}& ~7'b1110111 |
				   {7{hex == 4'hb}}& ~7'b1111100 |
				   {7{hex == 4'hc}}& ~7'b0111001 |
				   {7{hex == 4'hd}}& ~7'b1011110 |
				   {7{hex == 4'he}}& ~7'b1111001 |
				   {7{hex == 4'hf}}& ~7'b1110001;
endmodule
module digitmemory (
    input wire clk,
    input wire reset,
    input wire writebutt,
	 input wire readbutt,
    input wire [2:0] switch_address,
    input wire [7:0] switch_value,
    output wire [7:0] indicate_led,
	 output wire [6:0] digit_addr,
	 output wire [6:0] digit_number1,
	 output wire [6:0] digit_number2
);
wire writepush;
wire readpush;
reg [7:0] memory [7:0];
reg [7:0] indicating;
button writebutton (
    .clk    (clk),
    .but (writebutt),
    .push   (writepush)
);
button readbutton (
    .clk    (clk),
    .but (readbutt),
    .push   (readpush)
);
hex2seven_seg address_digit(
	.hex ({1'b0, switch_address}),
	.seven_seg(digit_addr)
);
hex2seven_seg firstvalue_digit(
	.hex (indicating[3:0]),
	.seven_seg(digit_number1)
);
hex2seven_seg secondvalue_digit(
	.hex (indicating[7:4]),
	.seven_seg(digit_number2)
);
genvar cnt;
generate
	for (cnt = 0; cnt < 8; cnt = cnt + 1) begin: loop
		always @(posedge clk)
			if (~reset)
				memory[cnt] <= 8'd0;
			else if (writepush)
		begin
			memory[cnt] <= (cnt == switch_address)? switch_value : memory[cnt];
		end
	end
endgenerate
always @(posedge clk)
begin 
	if (~reset)
		indicating <= 8'd0;
	else
	indicating <= (readpush)? memory[switch_address] : indicating;
end
assign indicate_led = indicating;
endmodule
```
**flow/run.sh**
```bash
#!/bin/bash
# OpenROAD 26Q1-2900-gdf79404cd8, Yosys 0.63+post, stock flow scripts
make -C /OpenROAD-flow-scripts/flow DESIGN_CONFIG=/design/flow/config.mk WORK_HOME=/design/flow/orfs finish
```
**flow/config.mk**
```make
export PLATFORM = sky130hd
export DESIGN_NAME = digitmemory
export DESIGN_NICKNAME = digitmemory
export VERILOG_FILES = /design/flow/design.v
export SDC_FILE = /design/flow/constraint.sdc
export NUM_CORES = 4
export LEC_CHECK = 1
export CORE_UTILIZATION = 50
```
**flow/constraint.sdc**
```tcl
current_design digitmemory

set clk_period 2.0
set clk_io_pct 0.2

create_clock -name clk0 -period $clk_period [get_ports {clk}]

set non_clock_inputs [all_inputs -no_clocks]
set_input_delay [expr $clk_period * $clk_io_pct] -clock clk0 $non_clock_inputs
set_output_delay [expr $clk_period * $clk_io_pct] -clock clk0 [all_outputs]
```
==> results.yml <==
# yosys + openroad results
synthesis:
  netlist_instances: 448
  synth_top_area_share_pct: 39.34
  yosysTopAreaCell: "dfxtp_1"
  synth_cell_type_count: 39
  ys_area_mm2: 0.003867
  top_cell: "dfxtp_1"
  top_cells_by_count: "76 x dfxtp_1, 50 x nand2_1, 47 x mux2i_1"
  syn-cell-area_mm2: 0.003867
  ys_warn_count: 3
  numSynthFlops: 76
  edf_count: 0
  synth_area_per_cell_um2: 8.633
  synth_stat.cells: 448
  synthArstFlopShare_pct: 0
  area_leaders: "dfxtp_1 39%, mux2i_1 12%, a21boi_0 6.6%, nor2b_1 5.8%, nand2_1 4.9%"
  ys.flop_type: "dfxtp_1"
  synth_seq_share_pct: 39.34
worst_setup_path:
  cp_num_buf_inv: 1
  cp.required_ns: 1.60
  critPathLaunchType: "flop"
  critPathSlowestCell: "clkdlybuf4s50_1"
  criticalPathCategory: "flop to output pin"
  cpPeakStageDelay_ns: 0.46
  crit_family: "buffers and inverters"
  cp_max_fo: 6
  cp.arrival_ns: 1.57
  endpoint_kind: "output pin"
  path_cells: "nor2b_4, nor2_1, o21ai_1, clkdlybuf4s50_1"
place:
  gp_congestion: 0.8533
  numPortBuffers: 43
  dp_hpwl_um: 6977
  dpl-instance-area_mm2: 0.004577
route:
  wl_per_cell_um: 16.54
  firstDrtPassIters: 6
  vias: 3401
  n_antenna_cell: 0
  via_per_inst: 5.450
  drt-total-wl_um: 10320
  drc: 0
  drtIter0Drc: 121
  postRouteAntennaNets: 0
die:
  fp.dieW_um: 89.95
  boundaryPins: 44
  fp.dieH_um: 89.95
  fp-row-count: 31
  core-area_mm2: 0.007370
  die-area_mm2: 0.008091
  core_util_floorplan_pct: 52.48
clock_network:
  clock_insertion_delay_worst_skew_ns: 0.35
  cts_tree: "done"
  clkSlewWorstSetupHoldPaths_ns: 0.08
  cts_max_level: 3
  cts_buffers: 9
  cts_sinks: 76
  clk_path_buf_depth: 2
  cts-root-buf: "clkbuf_8"
job:
  drv_cap: 0
  tool_warnings: 28
final_timing:
  final.min_clock_period_ns: 1.971
  skew_ns: 0.01247
  finalClockPeriodUsage_pct: 98.54
  setup_viol: 0
  hold_violations: 0
  rsz0062_at_grt: "yes"
  worst_pin_slew_ns: 0.4062
  max_slew_margin_pct: 72.82
  drv_slew: 0
  clock.fmax_ghz: 0.5074
  tns_ns: 0
global_routing:
  grt_max_degree: 39
  grt_pass1_wl_um: 16930
  antenna_found_initial: 0
  grt_remaining_overflow: 0
  grt_pass1_vias: 3274
  track_usage_pct: 27.01
final_layout:
  fill_cells: 578
  area_growth_pct: 31.77
  drive_gt1_share_pct: 21.90
  mi_logic_area_mm2: 0.002246
  regArea_mm2: 0.001549
  stdcell_area_mm2: 0.005096
power_and_ir_drop:
  p_leak_nw: 2.141
  power_density_mw_per_mm2: 634.7
  vdd_ir_drop_max_v: 0.0004692
min_path:
  hold_class: "flop to flop"
run_status:
  status: "complete, no violations"
==> area by class of cell <==
type / count / area share [%]
Multi-Input combinational cell: 327 / 44.07
Sequential cell: 76 / 30.40
Timing Repair Buffer: 104 / 19.05
Clock buffer: 10 / 2.504
Tap cell: 99 / 2.431
Clock inverter: 6 / 1.399
Inverter: 2 / 0.1473
==> power by group <==
group          internal, mW  switching (mW)
Combinational         0.260           0.227
Sequential             1.54          0.0264
Clock                 0.588           0.597
==> metrics by stage <==
step	setup WS, ns	cells	power [mW]	hold slack, ns	utilization [%]
3_3_place_gp	-0.3812	589	2.027	0.3667	62.11
2_1_floorplan	0.4643	448	1.825	0.3436	-
3_5_place_dp	-0.3838	589	2.031	0.3693	62.11
5_1_grt	-0.06324	624	3.375	0.3992	69.15
6_report	0.02923	624	3.235	0.3829	69.15
4_1_cts	-0.01923	620	3.230	0.3882	67.86
==> cell usage in the layout (no fill, tap or decap), types with 5 or more instances in the layout <==
cell             netlist  routed
a22o_1                 7       7
buf_6                  3       7
buf_4                  4      48
nand2_1               50      49
mux2_2                 7       5
clkdlybuf4s50_1        0      27
clkbuf_8               0       9
nor2_1                25      20
o21ai_1                0       7
dfxtp_4                0       7
dlygate4sd2_1          0       7
nor2_4                 0       5
a211o_1                5       5
mux2i_1               47      47
nand3_1               15      15
o21ai_0               34      27
o221ai_1               5       5
dfxtp_1               76      68
a31oi_1                5       5
a21boi_0              34      32
a21oi_1               11      10
nand2b_1              14      11
nor2b_1               36      33
==> layer usage <==
layer | wire length [um] | vias up | global-route usage [%]
li1 | - | 1708 | -
met1 | 5121 | 1608 | 42.15
met2 | 4568 | 66 | 41.28
met3 | 425 | 19 | 4.553
met4 | 204 | 0 | 4.973
met5 | 0 | - | 0
==> registers in the layout, indices dropped and copies added, names as in the netlist <==
name / count
memory: 64
readbutton.but_r: 1
writebutton.but_r: 1
writebutton.but_rr: 1
readbutton.but_rr: 1
indicating: 8
==> repair_timing <==
action	4_1_cts	5_1_grt
gates cloned	1	1
hold buffers	0	0
gates resized	61	24
pin swaps	6	8
endpoints found under the setup margin	21	12
setup buffers	14	3
==> worst paths after layout <==
| path | from | endpoint | slack, ns | cells past startpoint |
|---|---|---|---|---|
| hold reg to reg | readbutton.but_r | readbutton.but_rr | 0.38 | 0 |
| hold / removal | readbutton.but_r | readbutton.but_rr | 0.38 | 0 |
| setup / recovery | indicating[6] | digit_number2[4] | 0.03 | 4 |
| setup reg to reg | writebutton.but_rr | memory[3][5] | 0.59 | 6 |
==> kinds of logic after synthesis <==
family	share of synthesized area, %
multiplexers	14.20
buffers and inverters	5.500
XOR/XNOR	0.4530
AND-OR/OR-AND	20.19
flip-flops	39.34
AND/OR/NAND/NOR	20.32
Power is estimated from default activity; no workload was simulated.
